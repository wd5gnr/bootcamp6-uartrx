[flow/config.mk]
export PLATFORM = sky130hd
export DESIGN_NAME = hwtest
export DESIGN_NICKNAME = hwtest
export VERILOG_FILES = /design/flow/design.v
export SDC_FILE = /design/flow/constraint.sdc
export NUM_CORES = 4
export LEC_CHECK = 1
export CORE_UTILIZATION = 50
[flow/constraint.sdc]
current_design hwtest

set clk_period 5.9
set clk_io_pct 0.2

create_clock -name clk0 -period $clk_period [get_ports {clk}]

set non_clock_inputs [all_inputs -no_clocks]
set_input_delay [expr $clk_period * $clk_io_pct] -clock clk0 $non_clock_inputs
set_output_delay [expr $clk_period * $clk_io_pct] -clock clk0 [all_outputs]
[flow/design.v]
`default_nettype none
`timescale 1ns/10ps
module brg(input clk, input rst, output baudrate);
   parameter BAUD=9600;
   parameter OVERSAMPLE=16;  
   parameter CLOCK=12_000_000;
   localparam SCLOCK=((CLOCK*10)/(BAUD*(OVERSAMPLE))+5)/10 - 1;
   localparam BAUDCLOCKWIDTH=$clog2(SCLOCK+1);
   reg [BAUDCLOCKWIDTH-1:0] counter=SCLOCK;
   assign baudrate=counter==0;
   always @(posedge clk)
     if (rst)
       counter<=SCLOCK;
     else
       if (counter==0) counter<=SCLOCK; else counter<=counter-1;
endmodule
`timescale 1ns/10ps
`default_nettype none
module hwtest(input clk, output RS232_Tx, input RS232_Rx,
	      output LED1, output LED2, output LED3, output LED4, 
	      output LED5, input  PMOD10);
   wire 	     reset;
   reg [4:0] 	     pordone;
   wire 	     por;
   assign por=~&pordone;
   defparam tx.BAUD=57600;
   defparam tx.CLOCK=12_000_000;
   defparam tx.OVERSAMPLE=1;
   defparam recv.BAUD=57600;
   defparam recv.CLOCK=12_000_000;
   assign reset=PMOD10|por;
   assign {LED4, LED3, LED2, LED1} = char[3:0];
   assign LED5=framing;
   always @(posedge clk)
     begin
	if (por) pordone<=pordone+1;
     end
   wire [7:0] char;
   wire       busy;
   wire       readdata;
   wire      dataready;
   wire      sendchar;
   wire [7:0] uchar;
   wire       framing;
   assign uchar=(char>=8'h61&&char<=8'h7a)?(char&8'hDF):char;
   rx recv(clk,reset,RS232_Rx,readdata,1'b1,char,dataready,framing);
   xmit tx(clk,reset,uchar,sendchar,RS232_Tx,busy);
   assign sendchar=busy?1'b0:dataready;
   assign readdata=sendchar;
endmodule
`timescale 1ns/10ps
`default_nettype none
module rx(input clk, input reset, input rx_pin, input readdata, input clearerr,
              output reg  [7:0] data, output reg dataready, output reg framing, output reg overrun);
   parameter BAUD=9600;
   parameter CLOCK=12_000_000;
   parameter IDLELEVEL=1'b1;
   parameter DATAINV=1'b0;
   localparam STARTTHRESH=8;   
   localparam BITTHRESH=8;    
   reg [15:0] 	     bitstream;   
   reg [3:0] 	     mark;   
   reg [3:0] 	     point;   
   reg [4:0] 	     bitsum;   
   wire baudclk;
   wire brgreset;
   reg [8:0] rbyte;     
   reg [8:0] mask;      
   reg predataready;   
  brg #(.BAUD(BAUD),.CLOCK(CLOCK)) bitclock(clk,brgreset|reset, baudclk);
   integer i;
   always @(*)
     begin
        bitsum=4'b0;
	for (i=0;i<16;i++) bitsum=bitsum+bitstream[i];
     end
   assign brgreset=state==IDLE;
  reg [2:0] 	     state;
   localparam IDLE=1;
   localparam STARTING=2;
   localparam READ=4;
   always @(posedge clk)
     begin
	if (reset)
	  begin
	     bitstream<=16'hffff;
	     state<=1;
	     mark<=15;
	     point<=15;
	     dataready<=1'b0;
	     predataready<=1'b0;
             overrun<=1'b0;
	     framing<=1'b0;
	  end
	else 
	  begin
	     if (readdata) dataready<=1'b0;
	     if (clearerr)
	       begin
		  overrun<=1'b0;
		  framing<=1'b0;
	       end
	     case (state)
	       IDLE:
		 begin
		    if (predataready)
		      begin
			 predataready<=1'b0;
			 dataready<=1'b1;
			 data<=rbyte[7:0];
			 if (framing==0 && (rbyte[8]!=(IDLELEVEL^DATAINV))) framing<=1'b1;
			 if (dataready) overrun<=1;
		      end
		  mark<=15;
		  point<=14;
		  rbyte<=8'b0;   
		  mask<=8'b1;
		  bitstream<={~(IDLELEVEL^DATAINV),{15{IDLELEVEL^DATAINV}}};
		  if (rx_pin!=(IDLELEVEL^DATAINV)) 
		    begin 
		       state<=STARTING;
		    end
               end
	       STARTING:
		 begin
		 if (baudclk==1'b1)   
		   begin
		      bitstream[point]<=rx_pin; 
		      point<=point-4'b1;	
		      if (point==mark)
			begin
			   if ((bitsum>=STARTTHRESH)!=(IDLELEVEL^DATAINV)) 
			     begin 
				state<=READ;
			     end
			   else
			     begin
				mark<=mark-4'b1;
			     end
			end
		   end  
		 else
		 if (bitstream==16'hffff) state<=IDLE;
		 end  
	       READ:
		 begin
		    if (baudclk==1'b1)   
		      begin
			 bitstream[point]<=rx_pin;
			 point<=point-1'b1;
			 if (point==mark)
			   begin
			      if ((bitsum<BITTHRESH)==DATAINV) rbyte<=rbyte|mask;
			      mask<={mask[7:0],1'b0};
			      if (mask==9'h100)
				begin
				   state<=IDLE;
				   predataready<=1'b1;
				end
			   end
		      end  
		 end  
		default:   
		begin
		   dataready<=1'b0;
		   state<=IDLE;
		end
     endcase
          end  
     end  
endmodule
`default_nettype none
`timescale 1ns/10ps
module xmit(input clk, input reset, 
	    input [7:0] char, input sendchar, 
	    output 	txpin,output busy);
   parameter IDLELEVEL=1'b1;   
   parameter DATAINV=1'b0;    
   parameter BAUD=9600;
   parameter CLOCK=12_000_000;
   parameter OVERSAMPLE=16;
   defparam xbrg.BAUD=BAUD;
   defparam xbrg.CLOCK=CLOCK;
   defparam xbrg.OVERSAMPLE=OVERSAMPLE;
   defparam xmitter.OVERSAMPLE=OVERSAMPLE;
   wire brgreset;   
   wire baud;       
   assign brgreset=(~busy)|reset;
   brg xbrg(clk,reset|brgreset,baud);
   xmit_clk #(.IDLELEVEL(IDLELEVEL),.DATAINV(DATAINV),.OVERSAMPLE(OVERSAMPLE)) 
      xmitter(clk,reset,char,sendchar,txpin,busy,baud);
endmodule
`default_nettype none
`timescale 1ns/10ps
module xmit_clk(input clk, input reset, 
	    input [7:0] char, input sendchar, 
	    output 	txpin,output busy,input baud);
   parameter IDLELEVEL=1'b1;   
   parameter DATAINV=1'b0;    
   parameter OVERSAMPLE=16;
   localparam IDLE=  5'b00001;
   localparam START= 5'b00010;
   localparam BIT=   5'b00100;
   localparam SEND=  5'b01000;
   localparam STOP=  5'b10000;
   reg [4:0]    state;
   reg [4:0] 	nextstate;
   reg [4:0] 	timer16x;
   reg [9:0] 	cbuf;
   reg [3:0] 	bitct;
   reg [3:0] 	newbitct;
   assign txpin=cbuf[0]^DATAINV;
   assign busy=state!=IDLE;
   always @(*)
     begin
	nextstate=state;   
	newbitct=bitct;
	case (state)
	  IDLE:
	    begin
	    if (sendchar)
	      begin
		 newbitct=9;  
		 nextstate=START;
	      end
	    end
	  START:
	    begin
	    if (timer16x==0) 
	       begin
		  nextstate=BIT;
		  newbitct=bitct-1;
	       end
	    end
	  BIT:
	     begin
		if (bitct)
		  begin
		     newbitct=bitct-1;
		     nextstate=SEND;
		  end
		else
		  nextstate=STOP;
	     end
	  SEND:
	    if (timer16x==0) nextstate=BIT;
	  STOP:
	    if (timer16x==0) nextstate=IDLE;
	  default:
	    nextstate=IDLE;
	endcase  
     end
   always @(posedge clk)
     if (reset)
       begin
	  cbuf<={10{IDLELEVEL}};
	  state<=IDLE;
	  timer16x<=OVERSAMPLE;
	  bitct<=9;
       end	  
     else
       begin
	  if (busy==0 && sendchar==1 && reset==0)  cbuf<={ IDLELEVEL, char, ~IDLELEVEL };
	    if (timer16x!=0)
	      if (baud) 
		begin
		   timer16x<=timer16x-1;
		end
	    if (timer16x==0||state==IDLE) 
		 begin
		    timer16x<=OVERSAMPLE;
		 end
	  if (timer16x==0 && state!=IDLE) cbuf<={ IDLELEVEL, cbuf[9:1] };
	  state<=nextstate;  
	  bitct<=newbitct;
       end
endmodule
[flow/run.sh]
#!/bin/bash
# OpenROAD 26Q1-2900-gdf79404cd8, Yosys 0.63+post, stock flow scripts
make -C /OpenROAD-flow-scripts/flow DESIGN_CONFIG=/design/flow/config.mk WORK_HOME=/design/flow/orfs finish
==> reports/metrics.cfg <==
[worst_setup_path]
critPathBufInv=3
start_kind=flop
r2r-end=recv.rbyte[7]
crit_cells=13
cp_top_family=adder cells
crit_slowest_cell=a21oi_1
cpMostUsedCell=fa_1
slowest_delay_ns=0.70
r2r-start=recv.bitstream[0]
cp-startpoint=recv.bitstream[0]
r2r_cells=13
crit_chain=ha_1 -> inv_1 -> fa_1 -> fa_1 -> fa_1 -> fa_1 -> inv_1 -> ha_1 -> or2_2 -> o22a_1 -> a21oi_1 -> o31ai_1 -> buf_4
crit_end=recv.rbyte[7]
endpoint_kind=flop
critPathKind=reg2reg
critPathArrivalTime_ns=4.75
path_max_fanout=11
cp.required_ns=6.03
reg2reg_setup_slack_ns=1.27

[global_route]
track_usage_pct=20.43
grt_max_degree=34
antenna_found_initial=0
grt_pass1_vias=3080
overflow=0
grt_pass1_wl_um=15170

[cts]
post_cts_buffers=0
clkTransAtPathRegs_ns=0.10
cts_buffers=9
post_cts_resized=0
cts_tree=yes
htreeDepth=3
clock_sinks=96
cts.hold.buffers_added=0
clk_latency_ns=0.36
cts_max_path_buffers=2
cts_root_buf=clkbuf_8

[layout]
layout_top_cells=dfxtp_1, nand2_1, inv_1
lay_top_count=dfxtp_1
area_delta_synth_final_pct=9.836
final_cell_area_sq_um=5100
register_area_sq_um=2232
nFillCells=781
utilization_pct=57.64
layout-drive-gt1-share_pct=8.163
mi_logic_area_sq_um=2192

[sta]
tightestPinTransition_ns=0.8848
period_needed_ns=4.627
fmax_mhz=216.1
fin_setup_tns_ns=0
slew_viol_final=0
hold_viol=0
relSlewSlack_pct=41.01
clock_skew_ns=0.009332
fin_crit_sh_pct=78.43
rsz0062_at_grt=no
setup_viol=0

[detailed_routing]
firstDrtPassIters=6
ant_nets=0
viasPerCell=5.485
insertedDiodeCount=0
routed-via-count=3280
wl_per_cell_um=14.62
routed_wl_um=8740
drc=0
drt_iter0_drc=127

[floorplanning]
fp_util_pct=52.47
die_y_um=98.37
core_area_sq_um=8848
die_w_um=98.37
io_pins=9
chipArea_sq_um=9676
num_rows=34

[place]
dpl.hpwl_um=6180
port_buffers=8
gp_congestion=0.8903
dpl_cell_area_sq_um=4827

[power_and_ir_drop]
ir_worst_vdd_mv=0.1611
p_leak_nw=2.019
finalPower_mw=1.280
p_per_area_nw_per_um2=251.0

[job]
warning_count=32
maxCapViolCount=0

[synth]
yosys_cells=474
syn_inst=474
edf_count=31
synth_seq_share_pct=48.07
postSynthAreaPerCell_sq_um=9.796
ys_top_logic_family=simple AND/OR/NAND/NOR gates
adder_share_pct=9.162
ys_warn_count=5
synthFlopType=dfxtp_1
top_area_cell=dfxtp_1
mux_area_share_pct=0.8354
compound_area_share_pct=11.72
syn_area_sq_um=4643
ys_sh_simple_pct=20.96
synth.distinct_cells=58
top_cell_area_share_pct=28.02
numSynthFlops=96
synthArstFlopShare_pct=0
topCellsByArea=dfxtp_1, edfxtp_1, nand2_1
yosysChipArea_sq_um=4643
xor_area_share_pct=4.527

[outcome]
status=completed

[hold_path]
hp-class=reg2reg

## synth_stat cells (2+ instances only)
| library cell | count |
|---|---|
| nand4_1 | 4 |
| nor2_1 | 38 |
| a31oi_1 | 2 |
| nor2_2 | 3 |
| a221oi_1 | 5 |
| nor4_1 | 8 |
| o211ai_1 | 3 |
| xnor2_1 | 12 |
| or3_1 | 5 |
| a221o_1 | 7 |
| o22ai_1 | 2 |
| o31ai_1 | 3 |
| dfxtp_1 | 65 |
| xor2_1 | 12 |
| a21o_1 | 8 |
| a21oi_1 | 20 |
| nand3b_1 | 2 |
| nor4bb_1 | 2 |
| fa_1 | 10 |
| nand2_1 | 61 |
| or2_2 | 4 |
| and2_1 | 10 |
| and3_1 | 2 |
| nor3_2 | 3 |
| a211o_1 | 2 |
| nor3_1 | 18 |
| edfxtp_1 | 31 |
| o311ai_0 | 3 |
| inv_1 | 42 |
| ha_1 | 18 |
| o21ai_0 | 12 |
| nand3_1 | 14 |
| or4_1 | 6 |
| nand2b_1 | 2 |
| nor2b_1 | 4 |
| clkbuf_1 | 9 |
## cell type report
type,count,area share (%)
multi-input cells,324,42.98
inverters,42,3.091
clock inverters,7,2.920
repair buffers,12,2.159
clock buffers,9,2.429
well taps,108,2.650
flip-flops and latches,96,43.77
## per-layer routing
layer  vias to the layer above  track usage (%)  wire [um]
met5                         -                0          0
met4                         0            1.607         85
met3                         8            3.706        364
met2                        60            28.66       3734
met1                      1531            36.60       4556
li1                       1681                -          -
## registers in the layout, indices dropped and copies added, names as in the netlist, 3 cells and up
register               cells
pordone                    5
recv.bitclock.counter      4
recv.bitstream            16
recv.data                  8
recv.mark                  4
recv.mask                  9
recv.point                 4
recv.rbyte                 9
recv.state                 3
tx.xbrg.counter            8
tx.xmitter.bitct           4
tx.xmitter.cbuf            9
tx.xmitter.state           5
tx.xmitter.timer16x        5
## stage by stage
stage	setup slack (ns)	std cells	hold WS (ns)
after floorplan	1.072	474	0.3752
after global placement	1.356	582	0.4039
after detailed placement	1.317	582	0.4067
after CTS	1.272	598	0.4287
after global routing	1.022	598	0.4411
final	1.273	598	0.4239
## power breakdown
| part | internal, mW | switching (mW) |
|---|---|---|
| combinational | 0.0107 | 0.0186 |
| clock | 0.330 | 0.239 |
| sequential | 0.678 | 0.00258 |
## worst min-delay path by stage
stage / cells after the start / to / slack, ns / start
5_1_grt: 1 / recv.framing / 0.44 / recv.framing
6_report: 1 / tx.xbrg.counter[0] / 0.42 / tx.xbrg.counter[0]
4_1_cts: 1 / recv.framing / 0.43 / recv.framing
## kinds of logic after synthesis
kind of cell / count (synthesis)
simple gates: 192
compound gates: 77
fa+ha+maj: 28
flops: 96
xor+xnor: 24
buf+inv: 54
mux: 3
Power and IR drop assume default switching activity.
